==> design/flow/config.mk <==
export PLATFORM = sky130hd
export DESIGN_NAME = rconst2in1
export DESIGN_NICKNAME = rconst2in1
export VERILOG_FILES = /design/flow/design.v
export SDC_FILE = /design/flow/constraint.sdc
export NUM_CORES = 4
export LEC_CHECK = 1
export CORE_AREA = 10 10 70 70
export DIE_AREA = 0 0 80 80
==> design/flow/constraint.sdc <==
current_design rconst2in1

set clk_period 3.0
set clk_io_pct 0.2

create_clock -name clk0 -period $clk_period

set non_clock_inputs [all_inputs -no_clocks]
set_input_delay [expr $clk_period * $clk_io_pct] -clock clk0 $non_clock_inputs
set_output_delay [expr $clk_period * $clk_io_pct] -clock clk0 [all_outputs]
==> design/flow/design.v <==
module rconst2in1(i, rc1, rc2);
    input  [11:0] i;
    output [63:0] rc1, rc2;
    reg    [63:0] rc1, rc2;
    always @ (i)
      begin
        rc1 = 0;
        rc1[0] = i[0] | i[2] | i[3] | i[5] | i[6] | i[7] | i[10] | i[11];
        rc1[1] = i[1] | i[2] | i[4] | i[6] | i[8] | i[9];
        rc1[3] = i[1] | i[2] | i[4] | i[5] | i[6] | i[7] | i[9];
        rc1[7] = i[1] | i[2] | i[3] | i[4] | i[6] | i[7] | i[10];
        rc1[15] = i[1] | i[2] | i[3] | i[5] | i[6] | i[7] | i[8] | i[9] | i[10];
        rc1[31] = i[3] | i[5] | i[6] | i[10] | i[11];
        rc1[63] = i[1] | i[3] | i[7] | i[8] | i[10];
      end
    always @ (i)
      begin
        rc2 = 0;
        rc2[0] = i[2] | i[3] | i[6] | i[7];
        rc2[1] = i[0] | i[5] | i[6] | i[7] | i[9];
        rc2[3] = i[3] | i[4] | i[5] | i[6] | i[9] | i[11];
        rc2[7] = i[0] | i[4] | i[6] | i[8] | i[10];
        rc2[15] = i[0] | i[1] | i[3] | i[7] | i[10] | i[11];
        rc2[31] = i[1] | i[2] | i[5] | i[9] | i[11];
        rc2[63] = i[1] | i[3] | i[6] | i[7] | i[8] | i[9] | i[10] | i[11];
      end
endmodule
==> design/flow/run.sh <==
#!/bin/bash
# OpenROAD 26Q1-2900-gdf79404cd8, Yosys 0.63+post, stock flow scripts
make -C /OpenROAD-flow-scripts/flow DESIGN_CONFIG=/design/flow/config.mk WORK_HOME=/design/flow/orfs finish
==> results.txt <==
Summary of implementation figures.

Synth
Synthesis produced approximately 140 cells. Among the non-sequential cells, buffers and inverters take the most area. The stat command in Yosys gives a chip area of around 0.0010 sq mm. The synthesized netlist occupies a cell area of 0.00101 sq mm. Synthesis instantiated 13 different standard cells from the library. Yosys attributes the largest share of cell area to buf_4, nor2_1, nand3b_1.

The average cell area after synthesis is roughly 7.1 sq um. The yosys cell count is 143. The area fraction in compound gates is 0%.

The post-synthesis sequential area ratio is 0%. Counting the warning lines in the Yosys log gives 1. The cell-mix breakdown from Yosys lists the XOR/XNOR area share as 0%. The adder and majority gate portion of the synthesized area is 0%. Of all cell types, the one taking the most synthesized area is buf_4. The fraction of synthesized area in multiplexers is 0%. The most frequent cell after synthesis is buf_4. The synthesized-area fraction occupied by and/or/nand/nor cells is approximately 14%.

For reference, the top cells by count after synthesis are buf_4, nor2_1, nand2_1. Yosys reports that the leading cell type by area covers a little over four fifths of the netlist area.

Place
OpenSTA, run right after detailed placement, puts the worst setup slack at 0.412 ns. The cell area after placement is 895 sq um. Port buffering added 26 buffers. The total placed cells including tap cells is about 210. After legalization and detailed placement, the total HPWL measured 2.41 mm. Per the gpl log, the routability congestion estimate is 0.884.

Drt
The final antenna-violating net count is 0. The number of DRC markers after the initial detailed-route iteration is 24. The detailed-route DRC error count is 0. After detailed routing, the number of vias per cell comes to 2.70.

The via total after detailed routing is about 580. The post-detailed-route wirelength per cell is 11.6 microns. The total routed wirelength is around 2.5 mm. The number of antenna cells inserted is 0. The iteration count of the initial detailed-routing pass is 2.

Cells and area
The relative area change from synthesis to final layout is -11.3%. The final design instance area without fill is approximately 900 sq um. The sequential cell area is 0 sq um. Once layout is complete, the cells apart from fillers number 214. Counting the clock-network buffers in the layout gives 0. The number of sequential cells in the layout is 0. The fraction of layout cells with a size suffix above 1 is 1.19%.

GRT
The via count of the first global-routing pass is 680. The total track usage is 6.00%. The number of antenna violations at the first check in global routing is 0.

The first-pass GRT wire length is 3.33 mm. The pin count of the biggest net entering global routing is 6. Per the GRT congestion report, total overflow comes to 0.

Critical path
The highest cell delay on the worst timing path is 0.49 ns. STA classifies the critical path startpoint as an input pin. The report shows a maximum critical-path fanout of 5. The data arrival at the endpoint of the critical path is 1.98 ns. The category of the critical setup timing path is in -> out. The most common cell type on the critical path is clkdlybuf4s50_1. The worst setup path is captured at a primary output.

Per STA, the worst path is made up of clkdlybuf4s50_1, nor4_2, nand3_1, clkdlybuf4s50_1. Looking at the critical path, the single cell with the biggest stage delay is clkdlybuf4s50_1. The worst path required time is 2.40 ns.

Final timing
For reference, the final report shows the hold violation count at 0. The maximum clock rate is 388 MHz. The final cycle utilization of the critical path is between 80% and 90%. The final timing report gives a worst setup slack of 0.421 ns. Setup repair after global routing left no endpoint under its margin. The shortest period the worst path allows is 2.58 ns.

The number of failing setup endpoints in the final timing report is 0. Hold timing on the final database bottoms out at a slack of 2.19 ns. The final total negative setup slack is 0 ns. In the final report, the number of pins over their slew limit comes to 0.

Power
The flow reported a cell area power density of 50.4 mW/mm^2. The worst vdd rail ir drop is 15.7 uV. Summed over all cells, the static leakage comes to 0.506 nW.

Min path
The worst hold path belongs to the class in -> out. Per the hold report, the tightest min-delay path originates at i[8]. The hold-critical path endpoint is rc1[1]. The number of instances on the worst hold path is 4.

Floorplan
The die outline height is 80 microns. The number of core rows is 21. Pin placement for this block handled approximately 140 I/O pins.

The placeable core region is between 0.003 and 0.004 sq mm. The initial utilization of the core area, before any placement, comes to 29.5%. The overall die area is 0.00640 sq mm. The horizontal die dimension is 80 microns.

Run status
The run finished with clean final reports.

Clock network
After clock tree synthesis, the repair step resized 0 gates. Per the repair_timing log after CTS, setup buffers inserted total 0. The number of hold buffers added after CTS is 0.

Job
In this run the tools logged warnings totalling 32. The tool flagged a number of max-cap violations equal to 0.
==> cells in the final DEF (no fill, tap or decap) <==
cell type        synthesis  routed
nand3b_1                 3       3
nor3_2                   1       1
nand3_1                  3       3
nor4_1                   1       1
nor2_1                   8       8
inv_1                    1       1
nand4b_1                 1       1
conb_1                   1     114
nor4_2                   1       1
clkdlybuf4s50_1          0      26
nand2_1                  5       5
nor3_1                   3       3
nand4_1                  1       1
==> kinds of logic after synthesis <==
logic type | count (synthesis)
other cells | 1
buf+inv | 115
simple gates | 27
==> worst max-delay path by stage <==
stage                     end  slack, ns  startpoint
final                  rc1[0]       0.42        i[6]
after global routing  rc2[63]       0.31        i[7]
after CTS              rc1[0]       0.41        i[6]
==> critical path, delay by kind of cell <==
family | cells | cell delay [ns]
buffers and inverters | 2 | 0.91
AND/OR/NAND/NOR | 2 | 0.47
==> cell type report <==
type                            count  area, sq um
Timing Repair Buffer               26          260
Tap cell                           46         57.6
Multi-Input combinational cell    141          573
Inverter                            1         3.75
Fill cell                         395         2520
==> power by group <==
part           internal, mW  leakage [nW]  switching, mW  total, mW
registers                 0             0              0          0
clock network             0             0              0          0
logic                0.0210         0.506         0.0240     0.0450
==> through the flow <==
| step | power [mW] | utilization (%) |
|---|---|---|
| 2_1_floorplan | 0.114 | - |
| 3_3_place_gp | 0.0500 | 26.2 |
| 3_5_place_dp | 0.0491 | 26.2 |
| 4_1_cts | 0.0495 | 26.2 |
| 5_1_grt | 0.0571 | 26.2 |
| 6_report | 0.0450 | 26.2 |
==> per-layer routing <==
layer	up-vias	track usage [%]	wire [microns]
met5	-	0	0
met4	0	0	0
met3	0	1.59	330
met2	66	12.4	1340
met1	244	6.00	826
li1	267	-	-
No activity file was given, so power comes from the tool's default toggle rates.
