--- design/flow/design.v ---
module timer(
  PCLK,
  PENABLE,
  PSEL,
  PRESETN,
  PWRITE,
  PREADY,
  PSLVERR,
  PADDR,
  PWDATA,
  PRDATA,
  TCLK,
  test_out);
input PCLK,PENABLE, PSEL, PRESETN, PWRITE;
input  [31:0] PWDATA;
input  [3:0] PADDR;
output [31:0] PRDATA;
output PREADY, PSLVERR;
input TCLK;
output [3:0] test_out;
reg PREADY;
reg [1:0] fsm;  
reg fsm_tclk;   
reg [31:0]   PRDATA;
reg [31:0] Counter;
reg [31:0] Load;
reg TimerEn;    
reg LoadEnReg;  
reg reg_load_en0, reg_load_en1, reg_load_en2;
reg reg_load_ack0, reg_load_ack1, reg_load_ack2;
wire [3:0] test_out;
assign test_out[0] = 1'b0;
assign test_out[1] = 1'b0;
assign test_out[2] = 1'b0;
assign test_out[3] = 1'b0;
assign PSLVERR = 1'b0;         
always@(posedge PCLK or negedge PRESETN)
if(~PRESETN)
  begin
    reg_load_en1 <= 1'b0;
    reg_load_en2 <= 1'b0;
  end
else
  begin
    reg_load_en1 <= reg_load_en0;
    reg_load_en2 <= reg_load_en1;
  end
always@(posedge TCLK or negedge PRESETN)
if(~PRESETN)
  begin
    reg_load_ack1 <= 1'b0;
    reg_load_ack2 <= 1'b0;
  end
else
  begin
    reg_load_ack1 <= reg_load_ack0;
    reg_load_ack2 <= reg_load_ack1;
  end
always@(posedge PCLK or negedge PRESETN)
if(~PRESETN)
  begin
      fsm <= 2'b00;
      PREADY <= 1'b1;
      reg_load_en0 <= 1'b0;
      end
else
  begin
  case (fsm)
     2'b00 :  begin
                  if (~PSEL)
                        begin
                          fsm <= 2'b00;
                        end
                  else        
                        begin
                          fsm <= 2'b01;  
                          PREADY <= 1'b0;  
                          reg_load_en0 <= 1'b1;  
                        end
               end
     2'b01 :  begin            
                if(reg_load_ack2 == 1'b1)
                  begin
                    fsm <= 2'b10;
                    reg_load_en0 <= 1'b0;
                  end
              end
     2'b10 :  begin            
                if(reg_load_ack2 == 1'b0)
                  begin
                    fsm <= 2'b11;
                    PREADY <= 1'b1;  
                  end
              end
     2'b11 :  begin            
                fsm <= 2'b00;
              end
    default : fsm <= 2'b00;
  endcase
end
always@(posedge TCLK or negedge PRESETN)
if(~PRESETN)
  begin
    fsm_tclk <= 1'b0;
    reg_load_ack0 <= 1'b0;
    LoadEnReg <= 1'b0;
    TimerEn <= 1'b0;
    Load <= 32'h00000000;
  end
else
  begin
    case (fsm_tclk)
      1'b0: begin
              if(reg_load_en2 == 1'b1)  
                begin
                  if(PWRITE)
                    begin  
                        case(PADDR[3:2])
                          2'b00: begin  
                                    Load <= PWDATA;
                                    LoadEnReg <= 1'b1;
                                 end
                          2'b01: begin  
                                    LoadEnReg <= 1'b0;
                                 end
                          2'b10: begin  
                                    LoadEnReg <= 1'b0;
                                    TimerEn <= PWDATA[0];
                                 end
                          2'b11: begin  
                                    LoadEnReg <= 1'b0;
                                 end
                        endcase
                    end
                  else
                    begin  
                        case(PADDR[3:2])
                          2'b00: begin  
                                    PRDATA <= Load;
                                 end
                          2'b01: begin  
                                    PRDATA <= Counter;
                                 end
                          2'b10: begin  
                                    PRDATA[31:1] <= 31'h00000000;
                                    PRDATA[0] <= TimerEn;
                                 end
                          2'b11: begin  
                                 end
                        endcase
                    end
                  fsm_tclk <= 1'b1;  
                  reg_load_ack0 <= 1'b1;  
                end
            end
      1'b1: begin
              if (reg_load_en2 == 1'b0)
                begin
                  fsm_tclk <= 1'b0;
                  reg_load_ack0 <= 1'b0;
                  LoadEnReg <= 1'b0;
                end
            end
      default: fsm_tclk <= 1'b0;
    endcase
  end
always@(posedge TCLK or negedge PRESETN)
if(~PRESETN)
  begin
    Counter <= 32'h00000000;
  end
else
  begin
    if(LoadEnReg == 1'b1)
      begin
        Counter <= 32'h00000000;
      end
    else if(TimerEn == 1'b1)
      begin
        if(Counter == Load)
          begin
            Counter <= 32'h00000000;
          end
        else
          begin
            Counter <= Counter + 1;
          end
      end
  end
endmodule
--- design/flow/run.sh ---
#!/bin/bash
# OpenROAD 26Q1-2900-gdf79404cd8, Yosys 0.63+post, stock flow scripts
make -C /OpenROAD-flow-scripts/flow DESIGN_CONFIG=/design/flow/config.mk WORK_HOME=/design/flow/orfs finish
--- design/flow/config.mk ---
export PLATFORM = sky130hd
export DESIGN_NAME = timer
export DESIGN_NICKNAME = timer
export VERILOG_FILES = /design/flow/design.v
export SDC_FILE = /design/flow/constraint.sdc
export NUM_CORES = 4
export LEC_CHECK = 1
export CORE_UTILIZATION = 30
--- design/flow/constraint.sdc ---
current_design timer

set clk_period 1.3
set clk_io_pct 0.2

create_clock -name clk0 -period $clk_period [get_ports {PCLK}]
create_clock -name clk1 -period $clk_period [get_ports {TCLK}]

set non_clock_inputs [all_inputs -no_clocks]
set_input_delay [expr $clk_period * $clk_io_pct] -clock clk0 $non_clock_inputs
set_output_delay [expr $clk_period * $clk_io_pct] -clock clk0 [all_outputs]
==> notes.org <==
* Implementation run

** Final timing
- From the final report, the count of setup violators was given as 97.
- In the final timing run, aggregate negative setup slack is -27.15 ns.
- Max-slew violations :: 0
- Endpoints failing hold in the final report were tallied at 70.
- Setup repair after global routing could not meet its margin everywhere.
- After layout, the worst setup slack is -0.763 ns.
- Final Hold Slack :: -0.0548 ns
- Between clock sinks in the finished design, the worst skew comes to 0.0105 ns.

** Cells and area
- From synthesis to final layout, the design area changed by 44.5%.
- Final Instance Count excl. Fillers :: 924
- Share of the core filled with cells :: 0.450
- Leaving out buffers and inverters, the combinational logic in the layout accounts for 2330 um^2.
- Per the final layout report, the fraction of cells sized above drive strength 1 comes to 0.306.
- Total non-filler cell area in the finished layout :: 7890 um^2
- Fill cells in the final layout number 1583.
- Registers take 2920 um^2.

** Synthesis
- Cell total in the yosys stat output :: 520
- In this run, synthesis produced a sequential element count of 110.
- Post-synth top area cell :: dfrtp_1
- The share of synthesized area in the top cell type comes to 0.348.
- After synthesis, the mean cell area works out to 10.5 um^2.
- The netlist uses 46 different library cells.
- Number of warnings printed during yosys synthesis :: 1
- Before any placement, the netlist area is recorded as 5460 um^2.
- The stat command in Yosys gives a chip area of 5460 um^2.
- For this run, the register share of the synthesized area comes to 0.534.
- Synthesis produced a netlist whose cell count is 520.
- By area the synthesized netlist is led by dfrtp_1 (35%), edfxtp_1 (18%), mux2_2 (7.0%).

** Global routing
- First-pass GRT wire length :: 24000 um
- Aggregate global routing overflow :: 0
- Entering global routing, the biggest net connects 79 pins.
- Antenna violations before repair :: 0
- Total global routing track utilization :: 0.177
- Vias in the first global route :: 4463

** Place
- # placed instances :: 885
- Summing all placed instances gives a cell area of 7210 um^2.
- Number of buffer cells added on primary ports :: 70
- Global placer's final weighted congestion :: 0.884
- After legalization and detailed placement, the total HPWL measured 10300 um.

** Setup path
- Reg-to-Reg Start :: Counter[5]
- Critical path required time :: 1.54 ns
- The data arrival time reported for the critical path is 2.31 ns.
- Category of the worst setup path capture point :: flop
- FF-to-FF setup slack :: -0.76 ns
- Endpoint of the most critical register-to-register path :: Counter[21]
- In this run the worst path has a maximum fanout of 7.
- Reg2Reg Depth :: 8
- The worst setup path is launched from a flop.
- Crit path kind :: flop to flop

** Clocking
- TritonCTS sink count :: 110
- Clock-pin slew reported for the worst setup and hold paths after clock tree synthesis :: 0.07 ns
- TritonCTS built the clock tree.

** Routing
- Inserted Diodes :: 0
- Via density per instance :: 4.76
- For this run, the detailed router's first-pass iteration total came to 5.
- The final layout contains routed wiring with a total length of 15200 um.
- The routed layout has 4401 vias.
- The count of nets left with antenna violations once routing finished came out at 0.
- Number of DRC markers in iteration 0 :: 253
- The DRC violation total left in the routed layout is recorded as 0.
- WL/cell :: 16.5 um

** Pwr
- Total chip power :: 7.25 mW
- In this run the static leakage power is 3.59 nW.
- Maximum resistive drop on vdd :: 0.819 mV
- Pwr dens :: 919 nW/um^2

** Run status
- Outcome :: complete, but fails checks
- The checks that failed: negative hold slack, negative setup slack.

** Min path
- In this run the worst hold path is classified as input port to asynchronous set/reset pin.

** Flow run
- Number of max-cap violations :: 0
- OpenROAD warning count :: 38

** Floorplanning
- Starting density of the core :: 0.311
- 80 I/O pins were placed.
- After floorplanning, the core was divided into 48 placement rows.
- Die x size :: 137 um
- In this run the standard cell core region covers 17500 um^2.
- The die covers 18700 um^2.
- Die height :: 137 um
-- Yosys cell counts (all sizes together) --
library cell / n
and2: 2
a22oi: 1
a221oi: 1
dfrtp: 76
nor4: 11
nand2b: 2
nor2: 31
dfstp: 2
mux2: 34
a221o: 6
and3: 4
ha: 7
xnor2: 5
buf: 11
a22o: 4
a31oi: 1
or4: 1
nor3: 11
edfxtp: 32
o21ai: 49
xor2: 41
a21o: 3
or3: 3
a211oi: 14
o211ai: 1
inv: 43
o22a: 1
nand2: 18
nand4: 13
o21a: 1
nor2b: 5
o31ai: 1
conb: 1
clkbuf: 33
a211o: 1
a21oi: 6
or2: 2
nand3: 42
-- flip-flops by register name (all words and copies together) (netlist names) --
name	cells
TimerEn	1
reg_load_en0	1
Load	32
Counter	32
reg_load_ack0	1
PRDATA	32
reg_load_ack1	1
reg_load_en2	1
reg_load_en1	1
PREADY	1
fsm	4
LoadEnReg	1
reg_load_ack2	1
fsm_tclk	1
-- layout by cell type (no fill, tap or decap), drive strengths merged, types with 4 or more instances in the layout --
master and n:
buf 129, dfrtp 76, o21ai 49, inv 46, nand3 42, xor2 41
clkdlybuf4s50 34, dlygate4sd2 34, mux2 34, edfxtp 32, nor2 31, nand2 18
a211oi 14, nand4 13, clkbuf 13, nor3 11, nor4 11, ha 7
a221o 6, a21oi 6, xnor2 5, conb 5, nor2b 5, a22o 4
and3 4
-- per-stage QoR --
stage	setup slack (ns)	hold slack, ns
after floorplan	-0.621	-0.0356
after global placement	-0.864	0.337
after detailed placement	-0.866	0.337
after CTS	-0.730	-0.0307
after global routing	-0.891	-0.0179
final	-0.763	-0.0548
-- power breakdown --
part | leakage (nW) | switching (mW) | internal [mW]
registers | 1.37 | 0 | 3.54
clock network | 0.180 | 1.38 | 1.92
logic | 2.04 | 0.189 | 0.216
total | 3.59 | 1.57 | 5.68
-- worst max-delay path by stage --
stage / start / endpoint / slack [ns] / depth (start not counted)
global route: Counter[16] / Counter[23] / -0.89 / 8
finish: Counter[5] / Counter[21] / -0.76 / 8
CTS: Counter[16] / Counter[31] / -0.73 / 8
-- routing by layer --
layer / vias to the layer above / track usage / wire length [um]
met3: 20 / 0.0431 / 1110
met2: 127 / 0.260 / 6800
met1: 2099 / 0.278 / 7030
met4: 0 / 0.0281 / 262
li1: 2155 / - / -
met5: - / 0 / 0
-- logic make-up after synthesis --
kind of cell,count (synthesis),synth area share
buf+inv,87,0.0642
flops,110,0.534
fa+ha+maj,7,0.0160
other cells,1,0.000687
compound gates,90,0.103
xor+xnor,46,0.0738
mux,34,0.0701
simple gates,145,0.139
-- worst max-delay path: stages (launching register included) --
cell and delay, ns:
dfrtp_1 0.40, xor2_1 0.18, nor4_2 0.32, buf_4 0.16, nand4_1 0.13, o21ai_2 0.26, buf_6 0.17, nor2_1 0.05
a221o_1 0.25
-- area by class of cell --
cell class,count,area share
flip-flops and latches,110,0.370
multi-input cells,327,0.296
repair buffers,199,0.230
clock buffers,13,0.0385
well taps,225,0.0357
inverters,43,0.0208
clock inverters,7,0.00983
-- repair_timing --
item                       in CTS  in global routing
gates cloned                    6                  0
buffers inserted               15                  4
pin swaps                      13                  3
resized                        67                 21
hold endpoints to repair       70                 35
setup endpoints to repair     160                 98
Power and IR drop assume default switching activity.
